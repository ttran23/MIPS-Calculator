==> design/flow/design.v <==
`timescale 1ns / 1ps
module pipelineIDEX(Clk, inRs, inRt, inRd, inData1, inData2, inInstruct, inShamt, inImme,inALUOP, inHazard, inPCCounter,
                    outRs, outRt, outRd, outData1, outData2, outInstruct, outShamt, outImme, outALUOP, outPCCounter,
                    inHazardRegWrite, inHazardALUSrc1Mux, inHazardMemRead, inHazardMemWrite, inHazardRegDestMux, inHazardMemToRegMux, inHazardALUOp, inHazardFlush,
                    outHazardRegWrite, outHazardALUSrc1Mux, outHazardMemRead, outHazardMemWrite, outHazardRegDestMux, outHazardMemToRegMux, outHazardALUOp);
    input Clk, inHazardFlush, inHazard;
    input [4:0] inRs, inRt, inRd, inShamt, inALUOP;
    input [31:0] inData1, inData2, inImme;
    input [31:0] inInstruct, inPCCounter;
    output reg [4:0] outRs, outRt, outRd, outShamt, outALUOP;
    output reg [31:0] outData1, outData2, outImme;
    output reg [31:0] outInstruct, outPCCounter;
    input inHazardRegWrite, inHazardALUSrc1Mux;
    input [1:0] inHazardMemRead, inHazardMemWrite, inHazardRegDestMux;
    input [2:0] inHazardMemToRegMux;
    input [4:0] inHazardALUOp;
    output reg outHazardRegWrite, outHazardALUSrc1Mux;
    output reg [1:0] outHazardMemRead, outHazardMemWrite, outHazardRegDestMux;
    output reg [2:0] outHazardMemToRegMux;
    output reg [4:0] outHazardALUOp;
    always @ (posedge Clk)
    begin
        if (~inHazardFlush && ~inHazard)
        begin
            outRs <= inRs;
            outRt <= inRt;
            outRd <= inRd;
            outData1 <= inData1;
            outData2 <= inData2;
            outShamt <= inShamt;
            outImme <= inImme;
            outInstruct <= inInstruct;
            outALUOP <= inALUOP;
            outPCCounter <= inPCCounter;
            outHazardRegWrite <= inHazardRegWrite;
            outHazardALUSrc1Mux <= inHazardALUSrc1Mux;
            outHazardMemRead <= inHazardMemRead;
            outHazardMemWrite <= inHazardMemWrite;
            outHazardRegDestMux <= inHazardRegDestMux;
            outHazardMemToRegMux <= inHazardMemToRegMux;
            outHazardALUOp <= inHazardALUOp;
        end
        else begin
           outRs <= 0;
           outRt <= 0;
           outRd <= 0;
           outData1 <= 0;
           outData2 <= 0;
           outShamt <= 0;
           outImme <= 0;
           outInstruct <= 0;
           outALUOP <= 0;
           outPCCounter <= 0;
           outHazardRegWrite <= 0;
           outHazardALUSrc1Mux <= 0;
           outHazardMemRead <= 0;
           outHazardMemWrite <= 0;
           outHazardRegDestMux <= 0;
           outHazardMemToRegMux <= 0;
           outHazardALUOp <= 0;
        end
    end
endmodule
==> design/flow/run.sh <==
#!/bin/bash
# OpenROAD 26Q1-2900-gdf79404cd8, Yosys 0.63+post, stock flow scripts
make -C /OpenROAD-flow-scripts/flow DESIGN_CONFIG=/design/flow/config.mk WORK_HOME=/design/flow/orfs finish
==> design/flow/config.mk <==
export PLATFORM = sky130hd
export DESIGN_NAME = pipelineIDEX
export DESIGN_NICKNAME = pipelineIDEX
export VERILOG_FILES = /design/flow/design.v
export SDC_FILE = /design/flow/constraint.sdc
export NUM_CORES = 4
export LEC_CHECK = 1
export CORE_AREA = 10 10 246 246
export DIE_AREA = 0 0 256 256
==> design/flow/constraint.sdc <==
current_design pipelineIDEX

set clk_period 1.0
set clk_io_pct 0.2

create_clock -name clk0 -period $clk_period [get_ports {Clk}]

set non_clock_inputs [all_inputs -no_clocks]
set_input_delay [expr $clk_period * $clk_io_pct] -clock clk0 $non_clock_inputs
set_output_delay [expr $clk_period * $clk_io_pct] -clock clk0 [all_outputs]
==> out/results.ini <==
[yosys]
numSynthFlops=201
syn_avg_cell_area_sq_um=13.5
ys_chip_area_sq_um=6020
yosys.area.top_type=dfxtp_1
syn_inst=446
synth_top_area_share_pct=66.9
ys_cells=446
yosys.stat.seqShare_pct=66.9
topCellsByArea=dfxtp_1, nor3b_1, buf_6, buf_2
synth_area_sq_um=6020
ys_types=4
yosys_warnings=1

[final_timing]
tightest_slew_ns=0.490
slew_violations=0
hold_viol=0
finalCritPeriodShare_pct=125
hold_slack_ns=0.116
relSlewSlack_pct=67.3
setup_violations=201
fin_crit_ns=1.25
fin_ws_ns=-0.245
rsz0062_at_grt=true
fmax_mhz=803

[setup_path]
cpLargestDelayFamily=flip-flops
slowest_stage=dfxtp_4
worstSetupPathType=reg2out
path_max_fanout=1
worst-path-stages=1
crit_required_ns=0.80
end_kind=primary output
cp_cell_sequence=buf_6
worstSetupStartpointType=flop
arrival_ns=1.05
cp_num_buf_inv=1
slowest_delay_ns=0.41

[floorplanning]
fp_util_pct=10.9
rows=86
die_area_sq_um=65500
die_h_um=256
core_area_sq_um=55100
die_w_um=256
num_io_pins=405

[pwr]
power_leakage_nw=4.53
finalPower_mw=19.1
ir_drop_mv=1.42
power_density_nw_per_um2=1720

[global_routing]
first_global_vias=5462
grt_pass1_wl_um=37100
grt_usage_pct=7.64
grt_overflow=0
grt_max_degree=30
antenna_found_initial=7

[outcome]
status=complete, but fails checks
violations=negative setup slack

[cts]
clkTransAtPathRegs_ns=0.06
numCtsBuffers=24
cts_root_buf=clkbuf_16
clockBufferDepth=3
clock-sinks=201
post-cts-setup-buffers=0
h-tree-depth=1
cts_tree=yes

[drt]
drtAntennaViolNets=0
dr.first_iter.drc_count=113
vias=5126
drc_errors=0
detail_route.first_pass.iterations=4
avgRoutedWirePerCell_um=15.7
vias_per_cell=3.08
routed_wl_um=26100

[finish]
areaGrowthSynthToFinish_pct=84.2
fin_cells=1663
drive_gt1_share_pct=38.6
final_cell_area_sq_um=11100

[job]
maxCapViolCount=0
tool_warnings=27

[placed_design]
dp_hpwl_um=20400
placed_cell_area_sq_um=11100
numPlacedInstances=1615
io_buffers=404
gp_congestion=1.03

[hold_path]
hold_depth=3
hold_path.class=in2reg
min_to=outData1[31]
min-delay-start=inHazard

[synth_stat cells]
library cell,n
nor3b_1,201
buf_6,42
dfxtp_1,201
buf_2,2
[layout make-up]
class                      count  area, sq um
tap                          748          936
sequential                   201         4110
timing repair buffer         467         3720
antenna                        2         5.00
fill                        6033        44000
clock buffer                  35          693
multi-input combinational    201         1510
clock inverter                 9          105
[metrics by stage]
step / worst slack [ns] / util [%] / TNS (ns)
floorplan: 0.306 / - / 0
global placement: -0.341 / 20.1 / -6.04
detailed placement: -0.330 / 20.1 / -6.41
CTS: -0.301 / 19.9 / -38.75
global route: -0.284 / 20.1 / -39.57
finish: -0.245 / 20.1 / -28.15
[worst min-delay path, stage by stage]
cell,delay (ns)
buf_6,0.17
buf_12,0.17
nor3b_1,0.05
[report_power, final]
group          switching (mW)  internal (mW)  total, mW  leakage (nW)
logic                   0.607           1.31       1.92          2.47
registers              0.0962           8.34       8.43          1.67
clock network            3.44           5.32       8.75         0.391
total                    4.14           15.0       19.1          4.53
[per-layer routing]
metal	global-route usage (%)	vias up	share of wire, %
li1	-	2429	-
met1	8.09	2296	37
met5	0	-	0.33
met2	11.8	335	43
met4	3.59	12	5.5
met3	4.85	54	14
[flip-flops by register name (all words and copies together) (netlist names)]
| register | flops |
|---|---|
| outImme | 32 |
| outInstruct | 32 |
| outHazardMemToRegMux | 3 |
| outALUOP | 5 |
| outHazardMemWrite | 2 |
| outData2 | 32 |
| outHazardRegWrite | 1 |
| outData1 | 32 |
| outRs | 5 |
| outHazardALUSrc1Mux | 1 |
| outHazardRegDestMux | 2 |
| outHazardMemRead | 2 |
| outPCCounter | 32 |
| outHazardALUOp | 5 |
| outRt | 5 |
| outRd | 5 |
| outShamt | 5 |
[cell usage in the layout (no fill, tap or decap), drive strengths merged]
master / netlist / final
dfxtp: 201 / 201
buf: 44 / 264
clkbuf: 0 / 35
nor3b: 201 / 201
clkinvlp: 0 / 1
dlygate4sd3: 0 / 2
diode: 0 / 2
bufinv: 0 / 2
inv: 0 / 1
clkinv: 0 / 5
clkdlybuf4s50: 0 / 201
[how the worst max path moves through the flow]
stage                   startpoint                    to  slack, ns
CTS           outHazardMemWrite[0]  outHazardMemWrite[0]      -0.30
global route  outHazardMemWrite[0]  outHazardMemWrite[0]      -0.28
finish        outHazardMemWrite[0]  outHazardMemWrite[0]      -0.25
[kinds of logic after synthesis]
| kind of cell | Yosys count | synth area share, % |
|---|---|---|
| flops | 201 | 66.9 |
| buf+inv | 44 | 8.03 |
| simple gates | 201 | 25.1 |
[what timing repair did]
action | 4_1_cts | 5_1_grt
endpoints found under the hold margin | 3 | 0
resized | 704 | 30
hold buffers | 2 | 0
endpoints found under the setup margin | 201 | 201
Power is estimated from default activity; no workload was simulated.
