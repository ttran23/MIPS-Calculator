===== flow/run.sh =====
#!/bin/bash
# OpenROAD 26Q1-2900-gdf79404cd8, Yosys 0.63+post, stock flow scripts
make -C /OpenROAD-flow-scripts/flow DESIGN_CONFIG=/design/flow/config.mk WORK_HOME=/design/flow/orfs finish

===== flow/config.mk =====
export PLATFORM = sky130hd
export DESIGN_NAME = RegisterFile
export DESIGN_NICKNAME = RegisterFile
export VERILOG_FILES = /design/flow/design.v
export SDC_FILE = /design/flow/constraint.sdc
export NUM_CORES = 4
export LEC_CHECK = 1
export CORE_UTILIZATION = 30

===== flow/constraint.sdc =====
current_design RegisterFile

set clk_period 5.9
set clk_io_pct 0.2

create_clock -name clk0 -period $clk_period [get_ports {Clk}]

set non_clock_inputs [all_inputs -no_clocks]
set_input_delay [expr $clk_period * $clk_io_pct] -clock clk0 $non_clock_inputs
set_output_delay [expr $clk_period * $clk_io_pct] -clock clk0 [all_outputs]

===== flow/design.v =====
`timescale 1ns / 1ps
module RegisterFile(ReadRegister1, ReadRegister2, WriteRegister, WriteData, RegWrite, Clk, ReadData1, ReadData2, s1, s2, s3, s4);
    input [4:0] ReadRegister1;
    input [4:0] ReadRegister2;
    input [4:0] WriteRegister;
    input [31:0] WriteData;
    input RegWrite;
    input Clk;
    (* mark_debug = "true" *) reg [63:0]registers [31:0];
    output wire[31:0] ReadData1;
    output wire[31:0] ReadData2;
    output wire[31:0] s1;
    output wire[31:0] s2;
    output wire[31:0] s3;
    output wire[31:0] s4;
    initial begin
        registers[0] = 0;
        registers[1] = 0;
        registers[2] = 0;
        registers[3] = 0;
        registers[4] = 0;
        registers[5] = 0;
        registers[6] = 0;
        registers[7] = 0;
        registers[8] = 0;
        registers[9] = 0;
        registers[10] = 0;
        registers[11] = 0;
        registers[12] = 0;
        registers[13] = 0;
        registers[14] = 0;
        registers[15] = 0;
        registers[16] = 0;
        registers[17] = 0;
        registers[18] = 0;
        registers[19] = 0;
        registers[20] = 0;
        registers[21] = 0;
        registers[22] = 0;
        registers[23] = 0;
        registers[24] = 0;
        registers[25] = 0;
        registers[26] = 0;
        registers[27] = 0;
        registers[28] = 0;
        registers[29] = 0;
        registers[30] = 0;
        registers[31] = 0;
    end
     assign s1 = registers[17];
     assign s2 = registers[18];
     assign s3 = registers[19];
     assign s4 = registers[20];
    always @ (negedge Clk) begin
        if (RegWrite) 
                begin
                if (WriteRegister != 0) begin
                        registers[WriteRegister] = WriteData;
                end
        end
        if (Clk) begin
            registers[0] = 0;
        end
    end
        assign ReadData1 = registers[ReadRegister1];
        assign ReadData2 = registers[ReadRegister2]; 
endmodule

==> results.txt <==
Latency at later pin - 850 ps
Synth area leader - edfxtp_1
Async set or reset register ratio after synthesis - 0
Synth Cell Area - 48700 sq um
Library cells used by synthesis - 26
Crit Path Max Fanout - 2
Crit Path Class - register to output pin
Port bufs - 240
Gr ovfl total - 0
Utilization after layout - 0.410
VDD IR-drop max - 0.000283 V
CTS tree - done
Max reg flops - 1024
Post-DP Area - 56700 sq um
Vias in the first global route - 39700
Die Y - 405 microns
Area leader share - 0.612
Slew at the pin with the worst max-slew slack - 784 ps
Final instance area - 65900 sq um
1st-pass router iterations - 5
LEAKAGE - 28.8 nW
Largest net degree at the start of global routing - 72
Log Warnings - 61
DRC viols - 0
Worst hold slack - -245 ps
Max Cap Viol - 0
Initial antenna violation count - 9
Main flop type after synthesis - edfxtp_1
Critical path endpoint category - output pin
Post-route ant nets - 0
Top cells by area - edfxtp_1 61%, mux2i_1 21%, a22oi_1 3.0%
Clock slew at reported path FFs - 60 ps
Die area - 164000 sq um
Crit path arrival time - 5410 ps
PwrDens - 309 nW/um^2
Wire per inst - 23.4 microns
Synthesis area per yosys - 48700 sq um
Dpl hpwl - 105000 microns
Most used standard cell by instance count after synthesis - mux2i_1
Fill count - 14500
Setup ws final - -692 ps
First-pass GRT wire length - 244000 microns
Share of post-route cells with drive strength above 1 - 0.182
Placer's final routability congestion estimate - 0.909
Slew Limit Fails - 0
Most instantiated cells after synthesis - 1024 x mux2i_1, 992 x edfxtp_1, 195 x nand2_1
Synth Seq Share - 0.625
RSZ-0062 raised after global routing - yes
DR iter-0 viols - 1997
Cells after Synth - 3421
Rows - 147
Die width - 405 microns
Final hold violation count - 32
Worst Path Required - 4720 ps
Failing checks - hold timing, setup timing
Via-to-Cell Ratio - 5.06
EDFF count, synth - 992
Routed wire length - 169000 microns
HP Class - clock port to register
Relative slew margins - 0.478
Core Region - 161000 sq um
Layout area overhead - 35.4%
Outcome - complete, but fails checks
Final setup fails - 65
Syn_area_per_cell - 14.2 sq um
Syn. warnings - 1
FP Core Util - 0.303
Worst Setup Start Kind - register
Overall routing resource usage - 0.218
Yosys cell count - 3421
Post-cts hold-fix buffer tally - 0
Via count - 36600
Synth flops - 1024
Clock Skew - 0 ps
IO Pins - 241
worst paths after layout:
check               startpoint               end  slack, ps  cells after the start
max          registers[19][25]     ReadData1[25]       -690                      8
min reg2reg    registers[0][2]   registers[0][2]        470                      1
min                        Clk  registers[0][28]       -250                      4
max reg2reg   registers[0][30]  registers[0][30]       5340                      1
cell usage in the layout, fill, tap and decap left out, types with 92 or more instances in the layout:
cell       instances
inv_1           1041
mux2i_1         1024
edfxtp_1         992
buf_4            292
nand2_1          193
a21oi_1          192
a22oi_1          184
nand3_1          134
a22o_1           128
clkbuf_16        118
buf_6             92
cells by family (layout without fill, tap and decap cells):
logic type      count (synthesis)  after routing  share of synthesized area
compound gates                576            576                     0.0806
buf+inv                       257           1910                     0.0319
flops                        1024           1024                      0.625
mux                          1024           1024                      0.211
other cells                     0              2                          0
simple gates                  540            540                     0.0513
where the power goes:
part	internal [W]	switching, W	total (W)	leakage [nW]
combinational	0.000705	0.00108	0.00179	12.1
sequential	0.00815	0.0000382	0.00819	9.21
clock	0.00541	0.00495	0.0104	7.48
total	0.0143	0.00607	0.0203	28.8
per-stage QoR:
stage	instances	total power [W]	worst slack (ps)	setup TNS (ps)	hold WS, ps
final	7236	0.0203	-692	-29200	-245
after CTS	7253	0.0206	-707	-31220	-257
after global placement	5984	0.0110	-420	-164530	112
after detailed placement	5984	0.0111	-440	-182170	112
after floorplan	3421	0.0102	-424	-201770	112
after global routing	7234	0.0216	-799	-35840	-252
routing by layer:
metal,part of all wire,vias up,GRT usage,routed length [microns]
li1,-,16600,-,-
met2,0.45,1929,0.308,76900
met4,0.034,10,0.0968,5740
met3,0.14,336,0.154,24400
met1,0.37,17700,0.252,62300
met5,0.00027,-,0.00119,45
critical path, cell delays in order (launching register included):
cell      delay, ps
edfxtp_1        420
buf_6           140
mux2i_1         150
buf_4           150
a22oi_2          70
a31oi_1         260
buf_4           190
nand3_4          90
buf_6           130
cell type report:
class                   count  area (sq um)  share of cell area
clock buffers             118          2950              0.0448
diodes                      2          5.00           0.0000760
well taps                2160          2700              0.0410
repair buffers            679          6710               0.102
flip-flops and latches   1024         30400               0.462
multi-input cells        2140         18200               0.276
clock inverters          1113          4880              0.0740
timing repair:
| item | 4_1_cts | 5_1_grt |
|---|---|---|
| pin swaps | 163 | 84 |
| cloned | 0 | 0 |
| setup buffers | 124 | 29 |
| gates resized | 628 | 75 |
| endpoints found under the setup margin | 153 | 107 |
Power is estimated from default activity; no workload was simulated.
